--- design/flow/design.v ---
module FA(output sum, output c_out,
          input a, input b, input c_in);
wire s1, c1, s2;
xor xor1(s1, a, b);
xor xor2(sum, s1, c_in);
and and1(c1, a, b);
and and2(s2, s1, c_in);
or or1(c_out, c1, s2);
endmodule
module adder_structure (s_structure, co_structure, a, b, ci);
parameter width = 32;
output [width-1:0] s_structure;
output co_structure;
input [width-1:0] a, b;
input ci;
wire [width:0] c;
assign c[0] = ci;
genvar i;
generate
    for (i =0; i < 32; i =i+1)
    begin : generate_block
        FA fa(.sum(s_structure[i]), .c_out(c[i+1]), .a(a[i]), .b(b[i]), .c_in(c[i]));
    end
endgenerate
assign co_structure = c[width];
endmodule
--- design/flow/run.sh ---
#!/bin/bash
# OpenROAD 26Q1-2900-gdf79404cd8, Yosys 0.63+post, stock flow scripts
make -C /OpenROAD-flow-scripts/flow DESIGN_CONFIG=/design/flow/config.mk WORK_HOME=/design/flow/orfs finish
--- design/flow/config.mk ---
export PLATFORM = sky130hd
export DESIGN_NAME = adder_structure
export DESIGN_NICKNAME = adder_structure
export VERILOG_FILES = /design/flow/design.v
export SDC_FILE = /design/flow/constraint.sdc
export NUM_CORES = 4
export LEC_CHECK = 1
export CORE_AREA = 10 10 83 83
export DIE_AREA = 0 0 93 93
--- design/flow/constraint.sdc ---
current_design adder_structure

set clk_period 31.2
set clk_io_pct 0.2

create_clock -name clk0 -period $clk_period

set non_clock_inputs [all_inputs -no_clocks]
set_input_delay [expr $clk_period * $clk_io_pct] -clock clk0 $non_clock_inputs
set_output_delay [expr $clk_period * $clk_io_pct] -clock clk0 [all_outputs]
==> metrics.cfg <==
[global_routing]
gr-total-overflow = 0
met2_usage = 0.0841
grt_use_met3 = 0.0525
grt_pass1_vias = 850
grt_first_pass_wirelength_mm = 4.37
antenna_found_initial = 0
grt_util_met1 = 0.0818
gr-max-usage-layer = met2
grt_max_degree = 2
track_usage = 0.0629

[cells_and_area]
nFillCells = 521
drive_above_1_share = 0
area_delta_synth_final_pct = 90.2
clock_buffers = 0
register_area_um2 = 0
combGateArea_um2 = 641
ff_count = 0
final_area_mm2 = 0.00175

[route]
wl_mm = 2.73
wl_per_cell_um = 13.0
detail_route.vias_per_cell = 3.42
diodes = 0
num_vias = 719
firstDrtPassIters = 1
postRouteAntennaNets = 0
drc = 0
first_iter_violations = 0

[worst_setup_path]
cp_max_fo = 1
end_kind = primary output
path_class = in2out
cp_slowest_stage_delay_ns = 0.45
worst_path_max_delay_cell = clkdlybuf4s50_1
cp_common_cell = fa_1
critical_path_required_ns = 24.96
worstPathArrival_ns = 19.60
critical_path.startpoint_type = input pin

[synthesis]
top_area_cell = fa_1
avgSynthCellArea_um2 = 12.4
synthTopCellsByArea = fa_1 70%, buf_4 26%, inv_1 4.1%
ys_cells = 74
synth_chip_area_um2 = 918
synth_cell_type_count = 3
yosysSeqAreaShare = 0
top_cell_area_share = 0.698
syn_inst = 74
synth_warnings = 0
synth.cell_area_um2 = 918

[final_timing]
finalSetupViolations = 0
maxSlewViolCount = 0
max_freq_ghz = 0.0387
fin_crit_ns = 25.84
tns_ns = 0
finalCritPeriodShare = 0.828
hold_violations = 0
rsz0062_at_grt = no
slew_headroom = 0.929
tightest_slew_ns = 0.107

[placed_design]
dpl_cell_area_mm2 = 0.00175
gp_congestion = 0.738
dp_hpwl_mm = 2.72
portBuffers = 98

[die]
coreArea_mm2 = 0.00514
fp_util = 0.179
dieWidth_um = 93
die_h_um = 93
die_area_mm2 = 0.00865
ios = 98
rows = 26

[clock_network]
postCtsSetupBuffers = 0
cts.hold.buffers_added = 0
cts_resized = 0

[hold_path]
worst_hold_path_type = in2out

[run_status]
status = finished clean

[power]
power_density_mw_per_mm2 = 19.2
leakagePower_nw = 0.670
max-vdd-ir-drop_mv = 0.00696

[job]
warning_count = 32
cap_violations = 0

## Yosys cell counts
cell,number
buf_4,32
inv_1,10
fa_1,32
## worst max-delay path, delay by kind of cell
kind | cells | cell delay (ns)
fa+ha+maj | 32 | 12.21
buf+inv | 6 | 1.12
## per-layer routing
layer	wire length (um)	vias to the layer above
met5	0	-
met4	0	0
met3	586	0
met2	977	77
met1	1160	330
li1	-	312
## worst paths after layout
kind / start / end / cells past startpoint
worst max-delay path: a[0] / s_structure[31] / 38
worst min-delay path: b[31] / s_structure[31] / 5
## metrics by stage
stage	hold WS (ns)	util	total power [mW]	setup slack, ns	cells
final	13.53	0.340	0.0335	5.36	210
after detailed placement	13.55	0.340	0.0343	5.28	210
after global placement	13.53	0.340	0.0345	5.36	210
after floorplan	12.70	-	0.0167	6.51	74
after global routing	13.60	0.340	0.0381	4.95	210
after CTS	13.55	0.340	0.0347	5.29	210
## cell type report
| cell class | count | share of cell area |
|---|---|---|
| timing repair buffer | 98 | 0.562 |
| inverter | 10 | 0.0215 |
| multi-input combinational | 32 | 0.367 |
| tap | 70 | 0.0501 |
## power breakdown
| part | switching (mW) | internal, mW | total (mW) |
|---|---|---|---|
| clock network | 0 | 0 | 0 |
| registers | 0 | 0 | 0 |
| logic | 0.00831 | 0.0252 | 0.0335 |
## cell usage in the layout, fill, tap and decap left out
master / Yosys / final
clkdlybuf4s50_1: 0 / 98
fa_1: 32 / 32
inv_1: 10 / 10
## logic make-up (layout without fill, tap and decap cells)
group | count (synthesis) | after routing | share of synthesized area
adders and majority gates | 32 | 32 | 0.698
buffers and inverters | 42 | 108 | 0.302
Power is estimated from default activity; no workload was simulated.
